==> ./design.v <==
module blink2(input CLK, output LED);
    reg [25:0] counter;
    assign LED = ~counter[24];
    initial begin
        counter = 0;
    end
    always @(posedge CLK) begin
        counter <= counter + 1;
    end
endmodule
==> ./run.sh <==
#!/bin/bash
# OpenROAD 26Q1-2900-gdf79404cd8, Yosys 0.63+post, stock flow scripts
make -C /OpenROAD-flow-scripts/flow DESIGN_CONFIG=/design/flow/config.mk WORK_HOME=/design/flow/orfs finish
==> ./config.mk <==
export PLATFORM = sky130hd
export DESIGN_NAME = blink2
export DESIGN_NICKNAME = blink2
export VERILOG_FILES = /design/flow/design.v
export SDC_FILE = /design/flow/constraint.sdc
export NUM_CORES = 4
export LEC_CHECK = 1
export CORE_AREA = 10 10 82 82
export DIE_AREA = 0 0 92 92
==> ./constraint.sdc <==
current_design blink2

set clk_period 4.3
set clk_io_pct 0.2

create_clock -name clk0 -period $clk_period [get_ports {CLK}]

set non_clock_inputs [all_inputs -no_clocks]
set_input_delay [expr $clk_period * $clk_io_pct] -clock clk0 $non_clock_inputs
set_output_delay [expr $clk_period * $clk_io_pct] -clock clk0 [all_outputs]
==> metrics.log <==
[metrics] run summary
[metrics] critical path capture point: LED
[metrics] clk latency late pin: 260 ps
[metrics] total length of routed wires: 1338 µm
[metrics] Worst Setup SP: counter[24]$_DFF_P_
[metrics] static power due to leakage: 0.3812 nW
[metrics] number of placed instances, taps included: 163
[metrics] yosys warns: 1
[metrics] core utilization of the finished layout: 21.94%
[metrics] initial core utilization: 19.13%
[metrics] post-synthesis sequential area ratio: 51.55%
[metrics] Cells after Synth: 92
[metrics] worst slew margin relative to its limit: 62.29%
[metrics] TritonCTS clock tree: built
[metrics] capturing point of the worst reg2reg path: counter[17]$_DFF_P_
[metrics] final-layout setup total negative slack: 0 ps
[metrics] number of antenna violations at the first check in global routing: 0
[metrics] Final Non-Filler Cells: 167
[metrics] slew at the pin with the worst max-slew slack: 561.0 ps
[metrics] largest vdd supply drop: 94.75 µV
[metrics] Die W: 92 µm
[metrics] Post-CTS Resized: 0
[metrics] post-route worst hold slack: 435.9 ps
[metrics] quantity of I/O buffers inserted on ports: 1
[metrics] depth of the worst register-to-register path: 4
[metrics] period utilization: 45.08%
[metrics] drt initial violations: 24
[metrics] fraction of layout instances using a drive strength above 1: 9.278%
[metrics] DRT Pass-1 Iters: 3
[metrics] WL per Instance: 8.012 µm
[metrics] top register by number of flip-flops: counter
[metrics] number of post-CTS setup repair buffers: 0
[metrics] first-pass GRT wire length: 2649 µm
[metrics] Critical Path Source Type: flip-flop
[metrics] CP Data Required Time: 3440 ps
[metrics] HPWL reported at the end of detailed placement: 975.7 µm
[metrics] power share of the sequential group: 63.4%
[metrics] YS chip area: 970.9 µm²
[metrics] cell internal power dissipation: 0.2972 mW
[metrics] largest registers: counter: 25 flops
[metrics] Clock Tree Buf Depth: 2
[metrics] Clk pwr share: 36.6%
[metrics] routability cong.: 0.7042
[metrics] crit-path max FO: 2
[metrics] library cell used as clock root buffer: sky130_fd_sc_hd__clkbuf_8
[metrics] setup repair after global routing missed its margin: no
[metrics] ANT nets after route: 0
[metrics] number of endpoints with negative hold slack in the final report: 0
[metrics] Largest register FFs: 25
[metrics] number of vias after detailed routing: 593
[metrics] upper clock frequency limit: 515.9 MHz
[metrics] clock skew after layout: 4.939 ps
[metrics] post-synth design cell area: 970.9 µm²
[metrics] Worst Setup Slack, final: 2362 ps
[metrics] Comb power frac: 0%
[metrics] start of the worst register-to-register path: counter[9]$_DFF_P_
[metrics] number of top-level design ports: 2
[metrics] tool warnings: 25
[metrics] Avg Inst Size Synth: 10.55 µm²
[metrics] synthesis-to-finish area growth: 14.69%
[metrics] chip footprint: 0.008464 mm²
[metrics] power per cell area: 327.6 mW/mm²
[metrics] number of rows created at floorplan: 26
[metrics] minimum setup slack after placement: 2634 ps
[metrics] total of max-cap violations: 0
[metrics] type of element capturing the critical path: output pin
[metrics] cell count in the Yosys report: 92
[metrics] global routing usage on met1: 4.350%
[metrics] worst min-delay path category: flip-flop to flip-flop
[metrics] Crit path arrival time: 1080 ps
[metrics] status: complete, no violations
[metrics] final count of negative-setup-slack endpoints: 0
[metrics] most heavily used metal layer in global routing: met2
[metrics] hold buffer count at CTS: 0
[metrics] Sinks on Clock Net: 25
[metrics] switching share of power: 18.53%
[metrics] DRC errors left: 0
[metrics] post-CTS clock slew at the launch and capture registers of the worst setup and hold paths: 80 ps
[metrics] vias in the first global route: 626
[metrics] total global routing overflow: 0
[metrics] worst setup path category: flip-flop to output pin
[metrics] diodes inserted: 0
[metrics] setup slack, reg-to-reg: 2710 ps
[metrics] core region area: 0.005075 mm²
[metrics] maximum number of pins on one net before global-route repair: 14
[metrics] number of distinct library cell variants in the gate-level netlist after synthesis: 20
[metrics] Pins Over Slew Limit: 0
[metrics] final critical-path required period: 1938 ps
[metrics] H-tree depth: 1
[metrics] number of register bits inferred by synthesis: 25
[metrics] cts bufs inserted: 3
[metrics] met2 routing resource usage after global routing: 6.059%
[metrics] via-per-instance ratio: 3.551
[metrics] met3 GRT Util: 0.6590%
[metrics] switching power total: 0.06758 mW
[metrics] GR Util All Layers: 3.543%
[metrics] vertical extent of the die: 92 µm
-- per-stage QoR --
stage | area, µm² | power, mW
final | 1114 | 0.3648
after global routing | 1114 | 0.3823
after CTS | 1114 | 0.3718
after detailed placement | 1069 | 0.2367
after global placement | 1069 | 0.2367
after floorplan | 970.9 | 0.2367
-- routing by layer --
metal,part of all wire (%),vias up
met5,0,-
met4,3.5,0
met3,1.3,2
met2,43,2
met1,52,268
li1,-,321
-- worst max-delay path, stage by stage (launching register included) --
cell and delay, ps:
sky130_fd_sc_hd__dfxtp_1 320, sky130_fd_sc_hd__inv_1 50, sky130_fd_sc_hd__clkdlybuf4s50_1 450
-- area by class of cell --
cell class	count	area [µm²]
timing repair buffer	1	10.01
sequential	25	500.5
tap	70	87.58
multi-input combinational	62	451.7
fill	568	3961
inverter	5	18.77
clock buffer	4	45.04
-- cell usage after synthesis (all sizes together) --
library cell  count  area share [%]
xor2              8             7.2
or4               1             1.2
nand2             7             2.7
and2              1            0.64
xnor2            15              14
inv               5             1.9
ha                1             1.3
and4              2             1.8
nor2              5             2.2
nor4              3             3.2
nand3            11             6.2
and3              1            0.64
dfxtp            25              52
nand4             5             4.8
or3               1            0.64
nor3              1            0.51
-- cells by family after synthesis --
logic type | count (synthesis) | share of synthesized area [%]
xor+xnor | 23 | 20.75
fa+ha+maj | 1 | 1.288
buf+inv | 5 | 1.933
flops | 25 | 51.55
simple gates | 38 | 24.49
-- power by group through the flow --
| stage | clock network [mW] | registers (mW) | logic, mW |
|---|---|---|---|
| finish | 0.134 | 0.231 | 0.000000157 |
| global route | 0.151 | 0.231 | 0.000000157 |
| CTS | 0.141 | 0.231 | 0.000000157 |
-- layout by cell type (no fill, tap or decap) --
cell type                         Yosys  final
sky130_fd_sc_hd__or3_1                1      1
sky130_fd_sc_hd__or4_4                1      1
sky130_fd_sc_hd__nand2_1              7      7
sky130_fd_sc_hd__nand3_1             10     10
sky130_fd_sc_hd__nand4_1              4      4
sky130_fd_sc_hd__nor3_1               1      1
sky130_fd_sc_hd__inv_1                5      5
sky130_fd_sc_hd__and2_1               1      1
sky130_fd_sc_hd__clkbuf_1             0      1
sky130_fd_sc_hd__ha_1                 1      1
sky130_fd_sc_hd__dfxtp_1             25     25
sky130_fd_sc_hd__nor2_2               1      1
sky130_fd_sc_hd__nor4_2               2      2
sky130_fd_sc_hd__nor4_1               1      1
sky130_fd_sc_hd__xor2_1               8      8
sky130_fd_sc_hd__nand3_2              1      1
sky130_fd_sc_hd__xnor2_1             15     15
sky130_fd_sc_hd__and3_1               1      1
sky130_fd_sc_hd__clkbuf_8             0      3
sky130_fd_sc_hd__clkdlybuf4s50_1      0      1
sky130_fd_sc_hd__and4_1               2      2
sky130_fd_sc_hd__nand4_4              1      1
sky130_fd_sc_hd__nor2_1               4      4
-- worst min-delay path by stage --
stage                  start            endpoint  slack, ps  cells after the start
4_1_cts   counter[0]$_DFF_P_  counter[0]$_DFF_P_        440                      1
5_1_grt   counter[0]$_DFF_P_  counter[0]$_DFF_P_        480                      1
6_report  counter[0]$_DFF_P_  counter[0]$_DFF_P_        440                      1
Power is estimated from default activity; no workload was simulated.
