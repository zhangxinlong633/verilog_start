<file path="flow/design.v">
module add(clk, rst, a,b,sum);
    input clk, rst;
    input [7:0] a;
    input [7:0] b;
    output reg [7:0] sum;
    always @(posedge clk or negedge rst) begin
        if (rst == 1'b0) 
            sum <= 0;
        else 
            sum <= a + b;
    end
endmodule
</file>
<file path="flow/run.sh">
#!/bin/bash
# OpenROAD 26Q1-2900-gdf79404cd8, Yosys 0.63+post, stock flow scripts
make -C /OpenROAD-flow-scripts/flow DESIGN_CONFIG=/design/flow/config.mk WORK_HOME=/design/flow/orfs finish
</file>
<file path="flow/config.mk">
export PLATFORM = sky130hd
export DESIGN_NAME = add
export DESIGN_NICKNAME = add
export VERILOG_FILES = /design/flow/design.v
export SDC_FILE = /design/flow/constraint.sdc
export NUM_CORES = 4
export LEC_CHECK = 1
export CORE_AREA = 10 10 70 70
export DIE_AREA = 0 0 80 80
</file>
<file path="flow/constraint.sdc">
current_design add

set clk_period 1.0
set clk_io_pct 0.2

create_clock -name clk0 -period $clk_period [get_ports {clk}]

set non_clock_inputs [all_inputs -no_clocks]
set_input_delay [expr $clk_period * $clk_io_pct] -clock clk0 $non_clock_inputs
set_output_delay [expr $clk_period * $clk_io_pct] -clock clk0 [all_outputs]
</file>
==> metrics.cfg <==
[clock_network]
clockBufferDepth=2
clkSlewWorstSetupHoldPaths_ps=50
cts-root-buf=clkbuf_4
cts_tree=done
cts.hold.buffers_added=0
numCtsBuffers=3
ctsHtreeMaxLevel=1
cts_sinks=8

[yosys]
common_cells=8 x dfrtp_1, 7 x ha_1, 5 x a21oi_1, 5 x inv_1, 3 x o211ai_1
top_cell_area_share_pct=37.6
yosys_warnings=1
ff_type=dfrtp_1
edf_count=0
async_flop_share_pct=100
ys_area_um2=532
avgSynthCellArea_um2=10.6
ys_seq_elements=8
ys_cells=50
top_cell=dfrtp_1
netlist_area_um2=532
top_area_cell=dfrtp_1
yosys-top-cells-area=dfrtp_1 38%, ha_1 16%, a21oi_1 4.7%
ys_seq_share_pct=37.6
syn_inst=50
ys_types=24

[critical_path]
endpoint_kind=flop
crit_required_ps=1150
path_depth=7
slowest_stage=o31a_1
crit_family=AND-OR/OR-AND gates
critPathArrivalTime_ps=1250
start_kind=input port
crit_fanout=3
critPathKind=input port to flop
cpPeakStageDelay_ps=250
worst-path-buf-inv=2
startpoint=b[0]
cp_cell_sequence=buf_8 > ha_4 > inv_2 > fa_2 > nor2b_4 > o31a_1 > o311ai_1

[timing]
hold_viol=0
fin_ws_ps=-98.5
setup_violations=5
drv_slew=0
finalSetupTns_ps=-281
finalWorstPathRequiredPeriod_ps=1100
tightest_slew_ps=330
maxSlewHeadroom_pct=77.9
rsz0062_at_grt=yes
finalClockPeriodUsage_pct=110
fmax_mhz=910

[flow_run]
tool_warnings=28
max_cap_violations=0

[die]
die_h_um=80
num_io_pins=26
initial_utilization_pct=15.6
dieWidth_um=80
die_area_mm2=0.00640
rows=21
core_mm2=0.00342

[route]
wl_per_cell_um=10.9
finalWirelength_um=1520
viasPerCell=3.84
antenna_cells=0
post-route-drc-count=0
ant_nets=0
drtIter0Drc=14
via_count=538
dr.pass1.iters=4

[finish]
regMostFlops=sum
largest_register_ffs=8
reg_top3=sum: 8 flops
drive_gt1_share_pct=57.4
final_cells=140
syn2layout_area_growth_pct=104

[global_routing]
grt_pass1_wl_um=2420
grt_pass1_vias=560
grt_max_degree=9
grt_usage_pct=4.55
grt_overflow=0
grt_antenna_before_repair=0

[placement]
port_buffers=25
gp_congestion=0.772
dp_cells=127
dp_hpwl_um=1170

[power_and_ir_drop]
power_leakage_nw=0.472
max-vdd-ir-drop_mv=0.283
power.density_mw_per_mm2=1020

[min_path]
hold_class=input port to flop
whs_path_depth=2
worstHoldStart=a[0]

[outcome]
violations=negative setup slack
status=complete, but fails checks

[cell families after synthesis]
group / count (synthesis) / synth area share [%]
DFF: 8 / 37.6
adders and majority gates: 8 / 20.2
AOI/OAI and AO/OA: 18 / 23.3
buffers and inverters: 5 / 3.53
and+or+nand+nor: 7 / 8.71
xor gates and xnor gates: 4 / 6.59
[path summary, 6_finish.rpt]
kind	end	slack, ps
max	sum[6]$_DFF_PN0_	-100
max in group asynchronous	sum[1]$_DFF_PN0_	540
min	sum[0]$_DFF_PN0_	160
min in group asynchronous	sum[5]$_DFF_PN0_	220
[power breakdown]
part / internal [mW] / leakage (nW) / switching, mW
Combinational: 0.303 / 0.365 / 0.186
Sequential: 0.380 / 0.0932 / 0.0134
Clock: 0.136 / 0.0138 / 0.0953
[routing by layer]
layer	vias up	global-route usage (%)	wire length, um
met5	-	0	0
met2	21	6.82	641
li1	273	-	-
met1	241	5.91	678
met4	0	0.704	22
met3	3	2.16	178
[layout by cell type (no fill, tap or decap), types with 2 or more instances in the layout]
| cell type | instances |
|---|---|
| buf_4 | 13 |
| dfrtp_1 | 8 |
| ha_4 | 7 |
| buf_6 | 6 |
| buf_2 | 6 |
| clkbuf_2 | 5 |
| dlygate4sd2_1 | 4 |
| inv_1 | 3 |
| o211ai_1 | 3 |
| a21oi_1 | 3 |
| clkbuf_4 | 3 |
| clkdlybuf4s50_1 | 3 |
| clkdlybuf4s15_1 | 3 |
| inv_2 | 2 |
| xor2_1 | 2 |
| nor2b_4 | 2 |
| o311ai_1 | 2 |
[layout make-up]
type | count | area, um2
clock buffers | 3 | 22.5
multi-input cells | 37 | 458
flip-flops and latches | 8 | 200
fillers | 336 | 2330
repair buffers | 41 | 330
inverters | 5 | 18.8
well taps | 46 | 57.6
[metrics by stage]
stage / utilization (%) / power, mW / hold WS [ps] / worst slack (ps) / cell area [um2]
after global routing: 31.8 / 1.19 / 152 / -146 / 1090
final: 31.8 / 1.11 / 164 / -98.5 / 1090
after floorplan: - / 0.549 / -95.6 / -247 / 547
after global placement: 26.3 / 0.798 / 485 / -795 / 900
after detailed placement: 26.3 / 0.805 / 485 / -819 / 900
after CTS: 31.1 / 1.11 / 157 / -86.0 / 1060
[timing repair]
action / in CTS / in global routing
pin swaps: 17 / 6
gates resized: 84 / 9
buffers inserted: 6 / 4
setup endpoints to repair: 15 / 10
No activity file was given, so power comes from the tool's default toggle rates.
