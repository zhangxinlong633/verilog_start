File: flow/design.v
module led_blink(input CLK, output [7:0] LED);
    reg [25:0] counter;
    wire led_clk = counter[21];
    initial begin
        LED = 8'b11110000;
    end
    always @(posedge CLK) begin
        counter <= counter + 1;
    end
    always @(posedge led_clk) begin
        LED <= {LED[6:0], LED[7]};
    end
endmodule
File: flow/run.sh
#!/bin/bash
# OpenROAD 26Q1-2900-gdf79404cd8, Yosys 0.63+post, stock flow scripts
make -C /OpenROAD-flow-scripts/flow DESIGN_CONFIG=/design/flow/config.mk WORK_HOME=/design/flow/orfs finish
File: flow/config.mk
export PLATFORM = sky130hd
export DESIGN_NAME = led_blink
export DESIGN_NICKNAME = led_blink
export VERILOG_FILES = /design/flow/design.v
export SDC_FILE = /design/flow/constraint.sdc
export NUM_CORES = 4
export LEC_CHECK = 1
export CORE_AREA = 10 10 93 93
export DIE_AREA = 0 0 103 103
File: flow/constraint.sdc
current_design led_blink

set clk_period 3.8
set clk_io_pct 0.2

create_clock -name clk0 -period $clk_period [get_ports {CLK}]

set non_clock_inputs [all_inputs -no_clocks]
set_input_delay [expr $clk_period * $clk_io_pct] -clock clk0 $non_clock_inputs
set_output_delay [expr $clk_period * $clk_io_pct] -clock clk0 [all_outputs]
==> metrics.csv <==
metric;value;unit
untimed_endpoints;16;
cap_violations;0;
via_count;596;
worst_pin_slew;0.289;ns
core_area;6760;um2
drc;0;
async_flop_share;0;
cp_max_fo;7;
min_from;counter[0];
dieHeight;103;um
grt_max_degree;13;
status;finished, final reports clean;
p_sw_frac;0.180;
ys_warn_count;3;
setup_viol;0;
unclocked_regs;8;
p_sw;0.0000706;W
clkTransAtPathRegs;0.08;ns
max_stage_delay;0.45;ns
cts_hold_buffers;0;
crit_buf_inv;0;
cpLargestDelayFamily;simple AND/OR/NAND/NOR gates;
yosysMostFrequentCell;dfxtp_1;
fill_cells;734;
fin_skew;0.00293;ns
finalCriticalPeriod;1.56;ns
cts_tree;built;
cpMaxStageDelayCell;dfxtp_1;
rr_startpoint;counter[7];
edf_count;0;
crit_arrival;1.75;ns
via_per_inst;3.33;
top_area_cell;dfxtp_1;
r2r_slack;2.24;ns
seqPwrFrac;0.586;
worstHoldEndpoint;counter[0];
routedWlPerCell;8.04;um
placementRows;30;
pwr-share-comb;0;
ioPinCount;9;
routed_wirelength;1.44;mm
cts_buffers;3;
gp_congestion;0.725;
path_class;reg -> reg;
fp_util;0.150;
drt_iter0_markers;20;
warnings;25;
synth_cell_type_count;19;
drv_slew;0;
ys_ff;30;
cts_setup_buffers;0;
drt_pre_antenna_iters;3;
ys_cells;88;
synth.area.top_cells;dfxtp_1, xnor2_1, xor2_1, nand3_1, nand2_1;
netlist_instances;88;
p_int;0.000322;W
ff_type;dfxtp_1;
grt_pass1_wl;2.41;mm
rsz0062_at_grt;no;
r2r-end;counter[20];
top_area_frac;0.591;
maxSlewHeadroom;0.806;
clock.latency.late_pin;0.26;ns
worstPathRequired;3.99;ns
ys_seq_frac;0.591;
cts_root_buf;clkbuf_8;
postSynthAreaPerCell;11.5;um2
register_area;601;um2
hold_viol;0;
antenna_found_initial;0;
synthesis.area;1020;um2
post_cts_resized;0;
areaGrowthSynthToFinish;22.8;%
dp_slack;2.27;ns
fin_crit_sh;0.409;
fin_util;0.185;
comb_area;397;um2
cp_cell_sequence;nand4_4 -> or3_4 -> nor3b_1 -> xnor2_1;
drive_above_1_share;0.0808;
clock_power_share;0.414;
htreeDepth;1;
clk_path_buf_depth;2;
hold_depth;1;
numPortBuffers;8;
fmax;643;MHz
leakage;0.458;nW
die_w;103;um
synth_chip_area;1020;um2
common_cells;dfxtp_1, xnor2_1, xor2_1;
hold_path.class;reg -> reg;
start_kind;flop;
n_antenna_cell;0;
dp_hpwl;1.04;mm
rr_worst_depth;4;
setup-tns-final;0;ns
grt_usage;0.0268;
worstSetupStartpoint;counter[7];
overflow;0;
peakVddDrop;0.216;mV
critical_path.endpoint_type;flop;
ant_nets;0;
die-area;10600;um2
fin_ws;2.24;ns
grt_pass1_vias;554;
power_density;315;nW/um2
-- state kept, by name, indices dropped and copies added, names as in the netlist --
name     count
LED          8
counter     22
-- cells in the final DEF (no fill, tap or decap), types with 4 or more instances in the layout --
cell type	count
nand3_1	7
xor2_1	8
nor3_1	4
nand2_1	6
clkbuf_8	4
dfxtp_1	30
clkdlybuf4s50_1	8
inv_1	4
xnor2_1	12
-- cell families (layout without fill, tap and decap cells) --
family	count (synthesis)	after routing	synth area share
XOR/XNOR	20	20	0.172
adder cells (fa/ha/maj)	1	1	0.0123
buffers and inverters	5	16	0.0185
flip-flops	30	30	0.591
AND/OR/NAND/NOR	32	32	0.206
-- metal layers --
layer	wire length, um	global-route usage	vias to the layer above
met4	12	0.00321	0
met2	491	0.0366	12
met5	0	0	-
met1	840	0.0386	267
met3	95	0.0129	4
li1	-	-	313
-- cell type report --
type                       count  area share
multi-input combinational     53       0.318
clock buffer                   4      0.0441
sequential                    30       0.481
inverter                       4      0.0120
tap                           80      0.0802
timing repair buffer           8      0.0642
-- metrics by stage --
stage,hold slack (ns),cells,power [W],area (um2)
after floorplan,0.404,88,0.000236,1020
after global placement,0.428,175,0.000236,1190
after detailed placement,0.430,175,0.000236,1190
after CTS,0.451,179,0.000399,1250
after global routing,0.481,179,0.000409,1250
final,0.447,179,0.000393,1250
-- how the worst max path moves through the flow --
stage,to,slack [ns],cells past startpoint
5_1_grt,counter[20],2.13,4
6_report,counter[20],2.24,4
4_1_cts,counter[20],2.24,4
-- power by group through the flow --
stage	logic, W	clock network, W	registers (W)
CTS	0.000000000187	0.000169	0.000230
global route	0.000000000187	0.000179	0.000230
finish	0.000000000187	0.000163	0.000230
Power figures rest on the tool's default switching activity, not on a simulated workload.
